==> /design/flow/design.v <==
`timescale 1ns / 1ps
module sqrt (
    input wire [31:0] x,   
    output reg [31:0] sqr   
);
    reg [31:0] temp;
    reg [31:0] root;
    integer i;
    always @(*) begin
        temp = x;
        root = 0;
        for (i = 0; i < 16; i = i+1) begin
            root = {root[30:0], 1'b1};   
            if (root * root > temp) begin
                root[0] = 1'b0;   
            end
        end
    sqr <= root;
    end
endmodule
==> /design/flow/run.sh <==
#!/bin/bash
# OpenROAD 26Q1-2900-gdf79404cd8, Yosys 0.63+post, stock flow scripts
make -C /OpenROAD-flow-scripts/flow DESIGN_CONFIG=/design/flow/config.mk WORK_HOME=/design/flow/orfs finish
==> /design/flow/config.mk <==
export PLATFORM = sky130hd
export DESIGN_NAME = sqrt
export DESIGN_NICKNAME = sqrt
export VERILOG_FILES = /design/flow/design.v
export SDC_FILE = /design/flow/constraint.sdc
export NUM_CORES = 4
export LEC_CHECK = 1
export CORE_UTILIZATION = 30
==> /design/flow/constraint.sdc <==
current_design sqrt

set clk_period 41.9
set clk_io_pct 0.2

create_clock -name clk0 -period $clk_period

set non_clock_inputs [all_inputs -no_clocks]
set_input_delay [expr $clk_period * $clk_io_pct] -clock clk0 $non_clock_inputs
set_output_delay [expr $clk_period * $clk_io_pct] -clock clk0 [all_outputs]
==> flow_summary.json <==
{
  "fa_ha_area_share_pct": 58.51,
  "maxCapViolations": 0,
  "grt_start_max_net_pins": 31,
  "dpl.cell_count": 6024,
  "postCtsHoldBufs": 0,
  "area_growth_pct": 43.05,
  "warning_count": 76,
  "xor_area_share_pct": 5.712,
  "post-place-ws_ns": -47.05,
  "die_x_um": 328.1,
  "ys_cells": 3686,
  "dieArea_um2": 107600,
  "worst_path_max_delay_cell": "fa_2",
  "ant_nets": 0,
  "instances_no_fill": 6210,
  "drive_gt1_share_pct": 32.95,
  "top_cells_by_area": "fa_1, ha_1, inv_1, xnor2_1, a21oi_1",
  "hold_viol_final": 0,
  "port_buffers": 48,
  "cp_max_fo": 8,
  "drv_slew": 0,
  "setup_viol": 8,
  "routed_via_density": 4.680,
  "clock_buffers": 0,
  "fillerInstances": 9937,
  "startpoint_type": "primary input",
  "synth_chip_area_um2": 31890,
  "syn_avg_cell_area_um2": 8.653,
  "syn_area_um2": 31890,
  "synth_warnings": 1,
  "simple_gate_area_share_pct": 10.29,
  "num_vias": 29061,
  "gp_congestion": 0.9962,
  "grt_pass1_wl_mm": 170.4,
  "wl_per_cell_um": 17.55,
  "slowest_delay_ns": 0.62,
  "wl_met3_mm": 11.09,
  "grt.total_usage_pct": 21.49,
  "slew_headroom_pct": 42.02,
  "max_freq_mhz": 11.59,
  "wirelength_mm": 109.0,
  "ys_seq_share_pct": 0,
  "diodes": 0,
  "cp.arrival_ns": 77.87,
  "startpoint": "x[31]",
  "crit_top_cell": "buf_4",
  "largest_area_cell": "fa_1",
  "ir_drop_mv": 0.03990,
  "top_logic_kind": "adder cells",
  "yosys.cell_count.top_type": "inv_1",
  "yosys.area.top_type_share_pct": 31.63,
  "top_cells_by_count": "inv_1, ha_1, fa_1, a21oi_1, nor2_1",
  "status": "finished with violations",
  "worstHoldStart": "x[31]",
  "path_class": "primary input to output pin",
  "fin_crit_sh_pct": 205.8,
  "violations": "negative setup slack",
  "rows": 119,
  "total_leakage_power_nw": 23.26,
  "required_ns": 33.52,
  "boundaryPins": 64,
  "p_per_area_nw_per_um2": 15.29,
  "die_h_um": 328.1,
  "met1_length_mm": 47.70,
  "grt.overflow.total": 0,
  "seq_area_um2": 0,
  "dr.pass1.iters": 5,
  "dpl.hpwl_mm": 92.37,
  "fin_ws_ns": -44.35,
  "routed.top_layer": "met5",
  "grt_pass1_vias": 29971,
  "period_needed_ns": 86.25,
  "rsz0062_at_grt": "yes",
  "flop-count": 0,
  "drc": 0,
  "drt_iter0_drc": 1392,
  "end_kind": "output pin",
  "syn_inst": 3686,
  "dr_wl_met2_mm": 47.34,
  "mux_area_share_pct": 0.1569,
  "synth.distinct_cells": 80,
  "core_area_um2": 105400,
  "antenna_found_initial": 0,
  "min_path_type": "primary input to output pin",
  "min_path_cells": 7,
  "synthAoiAreaFrac_pct": 13.88,
  "worstMarginPinSlew_ns": 0.8606,
  "fp_util_pct": 30.26
}
## worst max-delay path, delay by kind of cell
family          cells  cell delay, ns
simple gates       48            7.41
xor+xnor           12            1.46
compound gates     87           15.85
buf+inv           116           12.61
fa+ha+maj          81           32.04
## repair_timing
action	CTS	global route
cloned	0	0
setup endpoints to repair	8	8
gates resized	320	173
hold endpoints to repair	0	0
buffers inserted	148	45
pin swaps	195	172
## layout by cell type, fill, tap and decap left out, types with 17 or more instances in the layout
| cell | instances |
|---|---|
| buf_4 | 1061 |
| inv_1 | 822 |
| ha_1 | 618 |
| fa_1 | 476 |
| a21oi_1 | 157 |
| xnor2_1 | 148 |
| nand2_1 | 132 |
| nor2_1 | 129 |
| a21o_1 | 100 |
| o21ai_0 | 71 |
| ha_4 | 60 |
| nand4_1 | 52 |
| xor2_1 | 51 |
| o21a_1 | 47 |
| inv_2 | 46 |
| nand3_1 | 38 |
| buf_6 | 37 |
| a21oi_2 | 35 |
| nor3_1 | 34 |
| o21bai_1 | 34 |
| fa_2 | 28 |
| o21ai_1 | 27 |
| nor2b_1 | 26 |
| clkdlybuf4s50_1 | 24 |
| nand2b_1 | 23 |
| nand2_2 | 22 |
| nor2_4 | 22 |
| o21ai_2 | 21 |
| buf_12 | 21 |
| o211ai_1 | 20 |
| and2_1 | 19 |
| nor2_2 | 17 |
| a31oi_1 | 17 |
## cell type report
type	count	area, um2	share of cell area (%)
inverters	879	3343	7.327
well taps	1391	1740	3.815
repair buffers	1186	9644	21.14
multi-input cells	2754	30900	67.72
## routing by layer
layer	vias up	track usage, %
met5	-	1.287
met4	4	3.941
met3	127	8.153
met2	846	32.36
met1	13698	29.99
li1	14386	-
## power breakdown
| part | internal, mW | switching, mW |
|---|---|---|
| Combinational | 0.345 | 0.352 |
| Clock | 0 | 0 |
| Sequential | 0 | 0 |
| Total | 0.345 | 0.352 |
## through the flow
| step | area, um2 | utilization (%) | hold WS [ns] | TNS [ns] | power, mW |
|---|---|---|---|---|---|
| floorplan | 33410 | - | 17.09 | -172.99 | 0.3847 |
| global placement | 42320 | 40.14 | 18.22 | -196.17 | 0.6458 |
| detailed placement | 42320 | 40.14 | 18.24 | -198.39 | 0.6459 |
| CTS | 44560 | 42.27 | 17.88 | -185.22 | 0.6683 |
| global route | 45630 | 43.28 | 17.93 | -202.64 | 0.7735 |
| finish | 45630 | 43.28 | 17.86 | -187.01 | 0.6978 |
## path summary, 6_finish.rpt
kind | end
setup / recovery | sqr[0]
hold / removal | sqr[0]
## cells by family after synthesis
kind of cell	count (synthesis)
multiplexers	5
AND-OR/OR-AND	681
adder cells (fa/ha/maj)	1189
other	1
AND/OR/NAND/NOR	655
XOR/XNOR	208
buffers and inverters	947
No activity file was given, so power comes from the tool's default toggle rates.
