<file path="constraint.sdc">
current_design sqrt_q18

set clk_period 55.9
set clk_io_pct 0.2

create_clock -name clk0 -period $clk_period

set non_clock_inputs [all_inputs -no_clocks]
set_input_delay [expr $clk_period * $clk_io_pct] -clock clk0 $non_clock_inputs
set_output_delay [expr $clk_period * $clk_io_pct] -clock clk0 [all_outputs]
</file>
<file path="design.v">
`timescale 1ns / 1ps
module sqrt_q18 (
    input wire [31:0] x,   
    output reg [31:0] sqr   
);
    reg [31:0] temp;
    reg [31:0] root;
    integer i;
    always @(*) begin
        temp = x;
        root = 0;
        for (i = 0; i < 16; i = i+1) begin
            root = {root[30:0], 1'b1};   
            if (root * root > temp) begin
                root[0] = 1'b0;   
            end
        end
    sqr <= root;
    end
endmodule
</file>
<file path="run.sh">
#!/bin/bash
# OpenROAD 26Q1-2900-gdf79404cd8, Yosys 0.63+post, stock flow scripts
make -C /OpenROAD-flow-scripts/flow DESIGN_CONFIG=/design/flow/config.mk WORK_HOME=/design/flow/orfs finish
</file>
<file path="config.mk">
export PLATFORM = sky130hd
export DESIGN_NAME = sqrt_q18
export DESIGN_NICKNAME = sqrt_q18
export VERILOG_FILES = /design/flow/design.v
export SDC_FILE = /design/flow/constraint.sdc
export NUM_CORES = 4
export LEC_CHECK = 1
export CORE_UTILIZATION = 30
</file>
==> COMMIT_EDITMSG <==
Record implementation results from latest flow run

* Outcome: finished with violations
- Violations in the final reports: negative setup slack
* Area added between synthesis and finish: 40.4%
- Class of the worst hold path: input port to primary output
- Number of OpenROAD warnings: 76
- Final instance count without filler cells: 6,130
- Effective utilization at floorplan: 30.3%
- In this build the clock could be raised as far as 10.9 MHz.
- Per the slew report, the remaining headroom to the max-slew limit stands at 43.5%.
- Clock buffer count in the final layout: 0
* Setup-violating endpoint count in the final report: 7
* Max stage delay cell, worst path: fa_1
- The floorplan report gives the top-level pin count as 64.
- Using the TritonRoute via totals, the vias-per-cell ratio works out to 4.60.
- Type of the setup path with the least slack: input port to primary output
- Die ar.: 0.108 mm^2
- Hold-fix buffers at CTS: 0
- Per the final report, max-transition violations number 0.
* Via count of the first global-routing pass: 29,300
- In this run the vertical extent of the chip is 328 um.
* Area of the mapped netlist: 0.0319 mm^2
- Across all hold checks on the routed design, the worst slack comes to 23.55 ns.
- Critical path required time: 44.72 ns
- The design has 0 sequential cells.
* # port buffers: 48
* Arrival time worst endpoint: 80.33 ns
* Top non-seq family: adder cells
* Min setup slack post-route: -35.61 ns
- By instance count, the cell type seen most on the critical path is fa_1.
- The detailed placer reported the number of placed instances as 6,005.
- The worst setup path is captured at a primary output.
- Per the log, the first TritonRoute iteration ended with a DRC count of 1,274.
* Fraction of final layout cells with drive strength greater than 1: 32.1%
- Summing all flip-flop and latch instances after layout gives 0 um^2.
- The transition time recorded at the tightest slew-check pin is 0.845 ns.
- The congestion estimate from routability-driven global placement came to 0.999.
- The final timing report lists a hold violation count of 0.
- Max_cap viols: 0
- Fill cell total of the finished layout: 10,000
* Die X-Extent: 328 um
* Fraction of synthesized area in multiplexers: 0.157%
- TritonRoute reported its final design rule violation total as 0.
- Top area contributor share: 31.6%
- Total Power Consumption: 0.525 mW
* Half-perimeter wire length after detailed placement: 91.9 mm
- Part of the cycle the worst path needs: 164%
- DRT Wirelength: 106 mm
- By area the synthesized netlist is led by fa_1 32%, ha_1 27%, inv_1 10%.
* Count of unique library cells instantiated by Yosys: 80
* Synth Area in XOR/XNOR: 5.71%
- Power Dens Cells: 11.7 mW/mm^2
- For this run, the number of Yosys warnings is 1.
* Tally of nets with antenna violations remaining after routing: 0
- Seq/Total Area, Yosys: 0%
* Sort of element at the start of the critical path: input port
- The synthesized netlist devotes 58.5% of its cell area to adder and majority cells.
- For this sky-water flow run, the detailed-routed wirelength per cell is reported as 17.4 um.
- The synthesized netlist devotes 10.3% of its cell area to simple gates.
- The average instance in the mapped netlist occupies 8.65 um^2.
- Final Critical Period: 91.51 ns
- The report shows a maximum critical-path fanout of 7.
- Area inside the core boundary: 0.105 mm^2
* RSZ-0062 raised after global routing: yes
- Gr ovfl total: 0
* Core Rows: 119
- Slowest stage delay, CP: 0.60 ns
- By count the netlist is led by 870 x inv_1, 685 x ha_1, 504 x fa_1, 200 x a21oi_1, 168 x nor2_1.
- Number of antenna violations at the first check in global routing: 1
- Cell area after layout: 0.0448 mm^2
- The first global-routing pass estimated 167 mm of wire.
- Across every metal layer, demand over resource in global routing totals 21.1%.
- In this run, the synthesized area fraction spent on AND-OR/OR-AND gates is recorded as 13.9%.
- The pre-CTS setup check shows a worst slack of -38.93 ns.
- Area reported by Yosys stat: 0.0319 mm^2
- For this design the static power due to leakage is 22.8 nW.
- Post-synthesis instance total: 3,686
- Entering global routing, the biggest net connects 31 pins.
* Post-synth top area cell: fa_1
- Most numerous cell in the Yosys netlist: inv_1
- Maximum ir drop on the vdd rail: 32.6 uV
* Initial DRT Pass Iterations: 5
- In the Yosys report the total cell count is 3,686.
* Placement-stage cell area: 0.0422 mm^2
* Total via count in the routed design: 28,200
## per-stage QoR
step / utilization (%) / TNS [ns]
after floorplan: - / -111.95
after CTS: 41.5 / -121.71
after global routing: 42.5 / -137.81
final: 42.5 / -121.63
after global placement: 40.0 / -137.72
after detailed placement: 40.0 / -138.09
## cell families (layout without fill, tap and decap cells)
| family | count (synthesis) | after routing |
|---|---|---|
| multiplexers | 5 | 5 |
| AND-OR/OR-AND | 681 | 681 |
| AND/OR/NAND/NOR | 655 | 655 |
| other | 1 | 17 |
| XOR/XNOR | 208 | 208 |
| adder cells (fa/ha/maj) | 1189 | 1189 |
| buffers and inverters | 947 | 1984 |
## metal layers
metal | GRT usage, % | vias to the layer above | share of wire, %
li1 | - | 14200 | -
met4 | 4.61 | 0 | 2.8
met3 | 9.11 | 106 | 11
met5 | 0 | - | 0
met2 | 31.5 | 772 | 43
met1 | 28.9 | 13100 | 43
## power breakdown
part | total (mW) | internal (mW) | switching, mW | leakage, nW
Sequential | 0 | 0 | 0 | 0
Combinational | 0.525 | 0.259 | 0.266 | 22.8
Clock | 0.00000000240 | 0.00000000239 | 0 | 0.00000634
Total | 0.525 | 0.259 | 0.266 | 22.8
## worst max-delay path, delay by kind of cell
| kind | cells | cell delay, ns |
|---|---|---|
| xor gates and xnor gates | 12 | 1.76 |
| and+or+nand+nor | 57 | 9.91 |
| adders and majority gates | 89 | 34.50 |
| buffers and inverters | 74 | 7.35 |
| AOI/OAI and AO/OA | 90 | 15.50 |
## cell usage in the layout (no fill, tap or decap), drive strengths merged, types with 14 or more instances in the layout
cell and n:
o21a 48, ha 685, nor3 42, a211oi 23, o21bai 35, a21o 102, nand4 53, nor2 168
and3 15, buf 1061, conb 16, or2 14, inv 876, nand3 46, nor4 29, fa 504
nand2 161, o211ai 20, a21oi 201, nor2b 28, xor2 53, a31oi 23, o21ai 124, and2 24
nand2b 24, clkdlybuf4s50 24, xnor2 155
## worst paths after layout
kind / start / end / slack (ns) / cells past startpoint
max: x[21] / sqr[0] / -35.61 / 322
min: x[30] / sqr[0] / 23.55 / 8
## repair_timing
action                                  CTS  global route
pin swaps                               271           161
endpoints found under the setup margin    7             7
setup buffers                            75            50
gates resized                           254           174
hold endpoints to repair                  0             0
## area by class of cell
class / count / area (um^2) / area share (%)
antenna: 1 / 2.50 / 0.00559
inverter: 879 / 3350 / 7.47
multi-input combinational: 2754 / 30900 / 69.0
tap: 1391 / 1740 / 3.89
timing repair buffer: 1105 / 8790 / 19.6
Power and IR drop assume default switching activity.
